### design/flow/design.v
module CounterUD(count,UD,clk);
input UD,clk;
output reg [7:0]count;
initial
count=0;
always@(negedge clk)
begin
if(UD==1)
count=count+1;
else
count=count-1;
end
endmodule
### design/flow/run.sh
#!/bin/bash
# OpenROAD 26Q1-2900-gdf79404cd8, Yosys 0.63+post, stock flow scripts
make -C /OpenROAD-flow-scripts/flow DESIGN_CONFIG=/design/flow/config.mk WORK_HOME=/design/flow/orfs finish
### design/flow/config.mk
export PLATFORM = sky130hd
export DESIGN_NAME = CounterUD
export DESIGN_NICKNAME = CounterUD
export VERILOG_FILES = /design/flow/design.v
export SDC_FILE = /design/flow/constraint.sdc
export NUM_CORES = 4
export LEC_CHECK = 1
export CORE_AREA = 10 10 70 70
export DIE_AREA = 0 0 80 80
### design/flow/constraint.sdc
current_design CounterUD

set clk_period 2.4
set clk_io_pct 0.2

create_clock -name clk0 -period $clk_period [get_ports {clk}]

set non_clock_inputs [all_inputs -no_clocks]
set_input_delay [expr $clk_period * $clk_io_pct] -clock clk0 $non_clock_inputs
set_output_delay [expr $clk_period * $clk_io_pct] -clock clk0 [all_outputs]
==> summary.txt <==
Notes from the flow run.

Global route:
- The run puts the initial antenna violation count at 0.
- The run gives the met2 track utilization from global routing as 4.013%.
- The run gives the met1 layer usage reported by global route as 4.752%.
- The first global-routing pass estimated 1856 um of wire.
- The run puts the residual overflow from global routing at 0.
- The run gives the maximum number of pins on one net before global-route repair as 6.
- The run puts the total global routing track utilization at 3.598%.
- The run puts the number of global-route vias before repair at 448.
- Routing resource usage on met3 recorded by global route was 2.727%.
- The run gives the busiest metal layer after global routing as met1.

Pwr:
- The run puts the leakage power summed over all cells at 0.3944 nW.
- The run gives the worst ir drop on vdd as 436.1 uV.
- Overall power consumption after layout is estimated at 1.174 mW.
- The run gives the power density of the placed cells as 1310 nW/um^2.

STA:
- The run puts the post-layout worst setup margin at -0.2297 ns.
- The run puts the final tally of hold violations at 0.
- The run gives the slew at the pin closest to its max-slew limit as 0.2029 ns.
- After layout, the setup clock skew is reported as 0.01829 ns.
- The run puts the final tally of max-slew violations at 0.
- Across all hold checks on the routed design, the worst slack comes to 0.5275 ns.
- Setup repair after global routing could not meet its margin everywhere.
- The run gives the worst slew margin relative to its limit as 86.41%.
- The run puts the final number of setup-violating endpoints at 13.

Outcome:
- The final reports fail on setup timing.
- The run finished, with violations left.

Clock tree:
- Per the CTS log, the buffer count on the longest clock path is 2.
- The run gives the TritonCTS clock tree as done.
- CTS added clock buffers totalling 3.
- The run puts the maximum level of the CTS H-tree at 1.
- The run puts the latest clock arrival within the worst-skew pair at 0.33 ns.
- The run gives the number of sinks driven by the clock tree as 8.
- The run gives the clock-pin slew on the worst setup and hold paths as 0.04 ns.
- The tree is rooted in a clkbuf_4.

Synthesis:
- After synthesis, the mean cell area works out to 9.898 sq um.
- The run gives the most used flip-flop cell after synthesis as dfxtp_1.
- The run puts the post-synthesis sequential area ratio at 35.96%.
- Counting flops with a built-in enable in the synthesized netlist gives 0.
- Per the synthesis report, the dominant area consumer among library cells is dfxtp_1.
- Yosys stat counts 45 cells in the synthesized netlist.
- The run gives the warning count from the yosys run as 1.
- The run puts the cell area after technology mapping at 445.4 sq um.
- Looking at the gate-level netlist, the highest instance count belongs to dfxtp_1.
- The run gives the distinct cell type count of the synthesized netlist as 17.
- Yosys reports that the most numerous cell types are dfxtp_1, ha_1, a21oi_1, xnor2_1, inv_1.
- The run puts the fraction of post-synthesis cell area in the top cell type by area at 35.96%.
- After technology mapping, the gate count stands at 45.
- The main area contributors are dfxtp_1, ha_1, xnor2_1.
- The run puts the flip-flop and latch count after synthesis at 8.
- The chip area line in the Yosys stat output reads 445.4 sq um.
- The run gives the fraction of registers with async set/reset as 0%.

Layout:
- The run gives the area growth from synthesis to layout as 101.1%.
- Per the layout area report, the combinational gate area comes to 357.8 sq um.
- The run puts the sequential cell area in the final layout at 170.2 sq um.
- Once layout is complete, the utilization of the core stands at 26.23%.
- The run puts the final instance area at 895.9 sq um.
- The run gives the share of layout cells above drive strength 1 as 64.37%.
- The register with the most flip-flops in the layout has 8 of them.
- The run gives the count of filler cells inserted in the layout as 385.

Worst setup path:
- The run gives the arrival time at the worst endpoint as 1.68 ns.
- The run gives the endpoint kind of the worst setup timing path as a flop.
- The run gives the highest cell delay on the worst timing path as 0.23 ns.
- The run gives the maximum fanout along the worst path as 4.
- The run gives the type of the setup path with the least slack as primary input to flop.
- Per STA, the worst path is made up of buf_8 > clkinvlp_4 > buf_4 > ha_4 > a211oi_2 > o21bai_1 > a21oi_1 > xnor2_1.
- STA classifies the critical path startpoint as a primary input.
- For this design, the slowest cell found on the critical path is ha_4.
- The run gives the endpoint required time on the critical path as 1.45 ns.

Place:
- Summing all placed instances gives a cell area of 763.2 sq um.
- The run gives the placer congestion estimate as 0.7851.
- The run gives the tally of buffers added on design ports as 9.
- The run puts the HPWL after detailed placement at 819.3 um.

Routing:
- The run gives the average wire length per cell after detail routing as 8.737 um.
- The run gives the total number of vias as 465.
- The run gives the detailed-route vias per instance as 3.496.
- The run gives the detailed router's first-iteration violation count as 14.
- The run puts the number of iterations in the first detailed-routing pass at 4.
- Per the detail_route report, inserted antenna diodes total 0.
- The DRC violation total left in the routed layout is recorded as 0.
- The run puts the wire length reported by the detailed router at 1162 um.
- The detail route stage leaves a number of antenna-violating nets equal to 0.

Floorplan:
- In this run the count of I/O pins placed on the die edge is 10.
- The run puts the area inside the core boundary at 3416 sq um.
- The run puts the area enclosed by the die boundary at 6400 sq um.
- The run puts the core utilization before placement at 13.04%.
- Measured along the x axis, the die boundary spans 80 um.
- The run puts the overall die height at 80 um.
- In this run the core area contains 21 standard-cell rows.

Job:
- The run puts the number of violations of the max-capacitance limit at 0.
- Across all stage logs, warnings added up to 36.

Hold path:
- STA reports the tightest min-delay check as being of type flop to flop.
[repair_timing]
item / CTS / global route
buffers inserted: 5 / 0
pin swaps: 11 / 3
hold endpoints to repair: 0 / 0
gates cloned: 0 / 0
gates resized: 50 / 0
setup endpoints to repair: 15 / 13
hold buffers: 0 / 0
[final timing paths]
| kind | startpoint | endpoint | slack, ns | cells past startpoint |
|---|---|---|---|---|
| worst min register to register | count[0] | count[0] | 0.53 | 2 |
| worst max register to register | count[1] | count[6] | 0.78 | 7 |
| worst min-delay path | count[0] | count[0] | 0.53 | 2 |
| worst max-delay path | UD | count[5] | -0.23 | 8 |
[kinds of logic after synthesis]
family                     count (synthesis)  share of synthesized area, %
adders and majority gates                  7                         21.35
DFF                                        8                         35.95
xor gates and xnor gates                   6                         11.80
AOI/OAI and AO/OA                         13                         21.07
buffers and inverters                      4                         3.370
and+or+nand+nor                            7                         6.461
[layout make-up]
type,instances,area share [%]
Multi-Input combinational cell,33,39.94
Timing Repair Buffer,32,27.10
Sequential cell,8,18.99
Tap cell,46,6.425
Clock inverter,8,3.352
Clock buffer,3,2.514
Inverter,3,1.676
[cell usage in the layout (no fill, tap or decap), types with 3 or more instances in the layout]
cell,instances
nor2_1,3
buf_6,4
buf_4,19
buf_2,8
a21oi_1,3
clkbuf_4,3
dfxtp_2,8
ha_4,6
inv_1,10
xnor2_1,5
[through the flow]
stage,setup WS [ns],TNS (ns),cells
finish,-0.2297,-1.087,133
global placement,-1.150,-7.605,118
CTS,-0.2331,-1.203,133
global route,-0.2885,-1.653,133
floorplan,-0.4460,-1.934,45
detailed placement,-1.152,-7.535,118
[worst max-delay path, delay by kind of cell]
kind                     cells  cell delay (ns)
AND-OR/OR-AND                3             0.47
buffers and inverters        3             0.37
adder cells (fa/ha/maj)      1             0.23
XOR/XNOR                     1             0.13
[power breakdown]
group | leakage (nW) | switching (mW) | internal [mW]
logic | 0.270 | 0.290 | 0.478
registers | 0.0676 | 0.0282 | 0.216
clock network | 0.0564 | 0.0855 | 0.0755
total | 0.394 | 0.404 | 0.770
[routing by layer]
layer  vias to the layer above  share of wire [%]
li1                        241                  -
met1                       210                 52
met2                        14                 38
met3                         0                9.5
met4                         0                  0
met5                         -                  0
Power is estimated from default activity; no workload was simulated.
