**design/flow/config.mk**
```make
export PLATFORM = sky130hd
export DESIGN_NAME = Adder32
export DESIGN_NICKNAME = Adder32
export VERILOG_FILES = /design/flow/design.v
export SDC_FILE = /design/flow/constraint.sdc
export NUM_CORES = 4
export LEC_CHECK = 1
export CORE_UTILIZATION = 30
```
**design/flow/constraint.sdc**
```tcl
current_design Adder32

set clk_period 34.4
set clk_io_pct 0.2

create_clock -name clk0 -period $clk_period

set non_clock_inputs [all_inputs -no_clocks]
set_input_delay [expr $clk_period * $clk_io_pct] -clock clk0 $non_clock_inputs
set_output_delay [expr $clk_period * $clk_io_pct] -clock clk0 [all_outputs]
```
**design/flow/design.v**
```verilog
module Adder32 (A, B, Ci, S, Co);
input[63:0] A;
input[63:0] B;
input Ci;
output[63:0] S;
output Co;
wire[64:0] Sum33;
assign Sum33 = A + B + Ci ;
assign S = Sum33[63:0] ;
assign Co = Sum33[64] ;
endmodule
```
**design/flow/run.sh**
```bash
#!/bin/bash
# OpenROAD 26Q1-2900-gdf79404cd8, Yosys 0.63+post, stock flow scripts
make -C /OpenROAD-flow-scripts/flow DESIGN_CONFIG=/design/flow/config.mk WORK_HOME=/design/flow/orfs finish
```
==> metrics.log <==
[metrics] run summary
INFO  metric status = finished clean
INFO  metric flops = 0
INFO  metric final_core_utilization = 0.470
INFO  metric routabilityCongestion = between 0.9 and 1
INFO  metric postCtsSetupBuffers = 0
INFO  metric global_route_wire_length_before_repair = about 22 mm
INFO  metric vias_per_cell = 5.29
INFO  metric layout.area.seq = 0 um2
INFO  metric placed_cell_areas = roughly 5900 um2
INFO  metric routed-wl-met2 = 6.14 mm
INFO  metric io-pin-count = 194
INFO  metric dp_hpwl = 12.0 mm
INFO  metric synthesis.instances = 574
INFO  metric critical_path.max_stage_delay = a little over 500 ps
INFO  metric initial_antenna_violation_count = 0
INFO  metric rows = between 40 and 50
INFO  metric dr.pass1.iters = 5
INFO  metric irDropWorstVdd = 0.00811 mV
INFO  metric mapped_area = just under 4000 um2
INFO  metric cp-end-kind = output port
INFO  metric number_of_global_route_vias_before_repair = roughly 4500
INFO  metric fin_total_pwr = 0.000122 W
INFO  metric coreArea = 12600 um2
INFO  metric drive_above_1_share = 0.0175
INFO  metric met3WireLength = about 770 um
INFO  metric route.top_layer_used = met4
INFO  metric ys.warnings.count = 0
INFO  metric worst-endpoint-arrival = around 11000 ps
INFO  metric power_density = 20.6 nW/um2
INFO  metric final_hold_viol_count = 0
INFO  metric die_width = 116 um
INFO  metric ctsHoldBuffers = 0
INFO  metric path_cells = clkdlybuf4s50_1 -> fa_1 -> fa_1 -> a211oi_1 -> o21bai_1 -> a21oi_1 -> o21ai_1 -> a311oi_1 -> o32ai_1 -> nor2_1 -> o41ai_1 -> a21oi_1 -> xnor2_1 -> clkdlybuf4s50_1
INFO  metric finalSetupTns = 0 ps
INFO  metric grt_setup_unrepaired = no
INFO  metric critical_path_maximum_fanout = 3
INFO  metric timing_worst_setup_path_type = input pin to output port
INFO  metric die_y = 116 um
INFO  metric max_cap_violations = 0
INFO  metric chip_area = about 13000 um2
INFO  metric groute.usage.overall = 0.200
INFO  metric avgSynthCellArea = roughly 6.8 um2
INFO  metric netlist-cell-type-count = 58
INFO  metric final-setup-viol-count = 0
INFO  metric cp-start-kind = input pin
INFO  metric io_buffers = 194
INFO  metric detailroute.via_count = 4845
INFO  metric yosysSeqAreaShare = 0
INFO  metric worst_path_dominant_cell_family = AND-OR/OR-AND gates
INFO  metric yosys_area = 3880 um2
INFO  metric cts_repair_resize_count = 0
INFO  metric stage_log_warnings = 32
INFO  metric design_area = about 5900 um2
INFO  metric grt_max_degree = 14
INFO  metric cellLeakagePower = ~2.5 nW
INFO  metric post_drt_wl_per_cell = 14.9 um
INFO  metric floorplanUtilization = 0.307
INFO  metric detail_route.antenna_diodes = 0
INFO  metric grt-ovfl-total = 0
INFO  metric post-route-min-period = between 15000 and 20000 ps
INFO  metric fin_worst_hold_slack = ~15000 ps
INFO  metric slew_headroom = 0.590
INFO  metric synth_stat.cells = between 500 and 600
INFO  metric master_of_the_slowest_instance_on_the_critical_path = clkdlybuf4s50_1
INFO  metric clock_buffer_count = 0
INFO  metric postRouteAntennaNets = 0
INFO  metric worstPathBufferInverterCount = 2
INFO  metric min_path_type = input pin to output port
INFO  metric finalMaxSlewViolations = 0
INFO  metric fmax = 56.5 MHz
INFO  metric max_slew.worst_pin.slew = between 600 and 700 ps
INFO  metric final_period_utilization = 0.515
INFO  metric area_growth = 52.9%
INFO  metric critPathRequiredTime = 27520 ps
INFO  metric initialDrtViolationCount = 284
INFO  metric number_of_drc_violations_after_detailed_routing = 0
INFO  metric route.layer.met1.wl = about 6.7 mm
INFO  metric postRouteWirelength = 13.7 mm
==> path summary, 6_finish.rpt <==
check | depth (start not counted) | startpoint | end
setup / recovery | 14 | A[0] | S[50]
hold / removal | 3 | Ci | S[0]
==> tightest hold or removal path, delay by kind of cell <==
family / cells / cell delay, ps
adders and majority gates: 1 / 160
buffers and inverters: 2 / 920
==> synth_stat cells (all sizes together), types with 3 or more instances <==
cell,number,area (um2)
o21ai,46,245
clkbuf,21,78.8
a211oi,4,35.0
nor2,37,139
xor2,17,149
a21oi,82,418
o31ai,3,22.5
nor2b,8,50.1
xnor2,40,350
and3,9,56.3
buf,3,27.5
o211ai,4,30.0
ha,63,788
nor4,4,31.3
nand4,17,106
o21bai,16,120
nand2,60,225
inv,18,67.6
or3,3,18.8
nor3,12,60.1
a31oi,8,71.3
and2,4,25.0
a221oi,3,26.3
a21o,39,293
o21a,6,45.0
a311oi,3,26.3
nand3,16,80.1
nand2b,4,25.0
==> metal layers <==
metal / vias to the layer above / track usage
li1: 2483 / -
met1: 2206 / 0.297
met2: 148 / 0.334
met3: 8 / 0.0117
met4: 0 / 0.0145
met5: - / 0
==> where the power goes <==
part	leakage, nW	switching [W]	internal, W
Clock	0	0	0
Combinational	2.48	0.0000514	0.0000709
Sequential	0	0	0
Total	2.48	0.0000514	0.0000709
==> cell type report <==
cell class	instances	area, um2
Tap cell	172	215
Timing Repair Buffer	194	1940
Multi-Input combinational cell	532	3700
Inverter	18	67.6
Fill cell	1311	6690
==> layout by cell type (no fill, tap or decap), types with 3 or more instances in the layout <==
cell type        instances
a221oi_1                 3
a211oi_1                 3
o31ai_1                  3
o21a_1                   6
nor2b_1                  8
inv_1                   18
a31oi_1                  6
o21ai_1                  8
nand4_1                 17
o211ai_1                 4
and2_1                   4
o21ai_0                 36
nand2_1                 60
nor2_1                  37
a21o_1                  39
ha_1                    63
a311oi_1                 3
nor4_1                   3
nor3_1                  12
or3_1                    3
nand2b_1                 4
nand3_1                 16
a21oi_1                 80
and3_1                   9
clkdlybuf4s50_1        194
xor2_1                  17
xnor2_1                 40
o21bai_1                16
==> metrics by stage <==
stage / cells / setup slack, ps
6_report: 916 / 16690
5_1_grt: 916 / 16440
3_5_place_dp: 916 / 16670
2_1_floorplan: 574 / 18090
4_1_cts: 916 / 16670
3_3_place_gp: 916 / 16760
==> logic make-up (layout without fill, tap and decap cells) <==
kind of cell	count (synthesis)	count (layout)	synth area share
AND-OR/OR-AND	231	231	0.390
AND/OR/NAND/NOR	179	179	0.223
XOR/XNOR	57	57	0.129
buffers and inverters	42	212	0.0448
adder cells (fa/ha/maj)	65	65	0.214
No activity file was given, so power comes from the tool's default toggle rates.
